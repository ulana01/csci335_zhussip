## flow/design.v

```verilog
module alu (
    input [15:0] A, B,           
    input [3:0] ALU_Sel,         
    input mode,                  
    output reg [15:0] ALU_Result,  
    output reg Zero              
);
    always @(*) begin
        if (mode == 0) begin
            case (ALU_Sel)
                4'b0000: ALU_Result = A + B;             
                4'b0001: ALU_Result = A - B;             
                4'b0010: ALU_Result = A * B;             
                4'b0011: ALU_Result = (B != 0) ? A / B : 16'hFFFF;  
                4'b0100: ALU_Result = A % B;             
                4'b0101: ALU_Result = A + 1;             
                4'b0110: ALU_Result = A - 1;             
                4'b0111: ALU_Result = (A > B) ? 16'h1 : 16'h0;  
                4'b1000: ALU_Result = (A == B) ? 16'h1 : 16'h0;  
                4'b1001: ALU_Result = (A < B) ? 16'h1 : 16'h0;  
                4'b1010: ALU_Result = (A >= B) ? 16'h1 : 16'h0;  
                4'b1011: ALU_Result = (A <= B) ? 16'h1 : 16'h0;  
                4'b1100: ALU_Result = -(A);             
                4'b1101: ALU_Result = A + B + 1;        
                4'b1110: ALU_Result = B - A;            
                4'b1111: ALU_Result = 16'h0;            
                default: ALU_Result = 16'h0000;         
            endcase
        end else begin
            case (ALU_Sel)
                4'b0000: ALU_Result = A & B;             
                4'b0001: ALU_Result = A | B;             
                4'b0010: ALU_Result = A ^ B;             
                4'b0011: ALU_Result = ~A;                
                4'b0100: ALU_Result = A << 1;            
                4'b0101: ALU_Result = A >> 1;            
                4'b0110: ALU_Result = A << B;            
                4'b0111: ALU_Result = A >> B;            
                4'b1000: ALU_Result = ~(A & B);          
                4'b1001: ALU_Result = ~(A | B);          
                4'b1010: ALU_Result = ~(A ^ B);          
                4'b1011: ALU_Result = {A[7:0], A[15:8]};  
                4'b1100: ALU_Result = (A == B) ? 16'hFFFF : 16'h0000;  
                4'b1101: ALU_Result = A & ~B;            
                4'b1110: ALU_Result = A | ~B;            
                4'b1111: ALU_Result = 16'hFFFF;          
                default: ALU_Result = 16'h0000;          
            endcase
        end
        Zero = (ALU_Result == 16'h0000) ? 1'b1 : 1'b0;
    end
endmodule
module bitty_core (
    input clk, reset, run,                   
    input [15:0] instruction,                
    output done,                             
    output [15:0] reg_s,                     
    output [15:0] alu_result                 
);
    wire [15:0] reg_data[7:0];               
    wire [2:0] mux_sel;                      
    wire [3:0] alu_sel;                      
    wire alu_mode;                           
    wire en_S, en_5;                         
    generate
        genvar i;
        for (i = 0; i < 8; i = i + 1) begin : gen_registers
            register reg_inst (
                .clk(clk),
                .reset(reset),
                .enable((i == 5) ? en_5 : 0),  
                .data_in((i == 5) ? alu_result : 16'h0000),  
                .data_out(reg_data[i])
            );
        end
    endgenerate
    register reg_s_inst (
        .clk(clk),
        .reset(reset),
        .enable(en_S),
        .data_in(reg_data[mux_sel]),  
        .data_out(reg_s)
    );
    alu alu_inst (
        .A(reg_s),               
        .B(reg_data[mux_sel]),   
        .ALU_Sel(alu_sel),       
        .mode(alu_mode),         
        .ALU_Result(alu_result), 
        .Zero()                  
    );
    control_unit cu (
        .clk(clk),
        .reset(reset),
        .run(run),
        .instruction(instruction),
        .mux_sel(mux_sel),
        .en_S(en_S),
        .en_C(),                 
        .en_5(en_5),
        .alu_sel(alu_sel),
        .alu_mode(alu_mode),
        .done(done),
        .state()                 
    );
endmodule
module control_unit (
    input clk, reset, run,                 
    input [15:0] instruction,              
    output reg [2:0] mux_sel,              
    output reg en_S, en_C, en_5,           
    output reg [3:0] alu_sel,              
    output reg alu_mode,                   
    output reg done,                       
    output reg [1:0] state                 
);
    typedef enum reg [1:0] {
        STATE_0 = 2'b00,   
        STATE_1 = 2'b01,   
        STATE_2 = 2'b10    
    } state_t;
    reg [1:0] next_state;           
    always @(posedge clk or posedge reset) begin
        if (reset)
            state <= STATE_0;
        else if (run)   
            state <= next_state;
    end
    always @(*) begin
        next_state = state;
        mux_sel = 3'b000;
        en_S = 0;
        en_C = 0;
        en_5 = 0;
        alu_sel = 4'b0000;
        alu_mode = 0;
        done = 0;
        case (state)
            STATE_0: begin
                mux_sel = instruction[15:13];  
                en_S = 1;                      
                next_state = STATE_1;          
            end
            STATE_1: begin
                mux_sel = instruction[12:10];  
                en_C = 1;                      
                alu_sel = instruction[6:3];    
                alu_mode = instruction[2];     
                next_state = STATE_2;          
            end
            STATE_2: begin
                en_5 = 1;                      
                done = 1;                      
                next_state = STATE_0;          
            end
            default: next_state = STATE_0;     
        endcase
    end
endmodule
module register (
    input clk, reset, enable,
    input [15:0] data_in,
    output reg [15:0] data_out
);
    always @(posedge clk or posedge reset) begin
        if (reset)
            data_out <= 16'h0000;
        else if (enable)
            data_out <= data_in;
    end
endmodule
```

## flow/run.sh

```bash
#!/bin/bash
# OpenROAD 26Q1-2900-gdf79404cd8, Yosys 0.63+post, stock flow scripts
make -C /OpenROAD-flow-scripts/flow DESIGN_CONFIG=/design/flow/config.mk WORK_HOME=/design/flow/orfs finish
```

## flow/config.mk

```make
export PLATFORM = sky130hd
export DESIGN_NAME = bitty_core
export DESIGN_NICKNAME = bitty_core
export VERILOG_FILES = /design/flow/design.v
export SDC_FILE = /design/flow/constraint.sdc
export NUM_CORES = 4
export LEC_CHECK = 1
export CORE_UTILIZATION = 50
```

## flow/constraint.sdc

```tcl
current_design bitty_core

set clk_period 120.1
set clk_io_pct 0.2

create_clock -name clk0 -period $clk_period [get_ports {clk}]

set non_clock_inputs [all_inputs -no_clocks]
set_input_delay [expr $clk_period * $clk_io_pct] -clock clk0 $non_clock_inputs
set_output_delay [expr $clk_period * $clk_io_pct] -clock clk0 [all_outputs]
```

==> flow_summary.json <==
{
  "clk_path_buf_depth": 2,
  "crit_start": "instruction[12]",
  "fillers": 3742,
  "drc_errors": 0,
  "fin_util": 0.548,
  "crit_fanout": 33,
  "min_period_ns": 83.57,
  "area_leaders": "ha_1 18%, fa_1 8.3%, xnor2_1 5.8%",
  "place.gp.congestion": 1.12,
  "worst_pin_slew_ns": 0.942,
  "cp.required_ns": 96.08,
  "grt_usage": 0.470,
  "netlist_instances": 2881,
  "cts_sinks": 35,
  "via_per_inst": 6.85,
  "dieWidth_um": 205,
  "area_delta_synth_final_pct": 6.82,
  "grt_first_pass_wirelength_um": 141000,
  "ios": 52,
  "max_freq_ghz": 0.0120,
  "first_global_vias": 21500,
  "fp_util": 0.513,
  "cp.arrival_ns": 59.55,
  "drive_above_1_share": 0.0656,
  "final-instance-count-excl-fill": 3409,
  "skew_ns": 0.00425,
  "die_h_um": 205,
  "path_class": "input port to output port",
  "status": "complete, no violations",
  "clk_pin_slew_ns": 0.06,
  "dpl.hpwl_um": 73200,
  "synth_top_area_share": 0.181,
  "io_buffers": 46,
  "critPathTopFamily": "AND-OR/OR-AND gates",
  "ctsHtreeMaxLevel": 2,
  "cts_tree": "yes",
  "rsz0062_at_grt": "no",
  "cts_root_buf": "clkbuf_16",
  "finalCritPeriodShare": 0.696,
  "cts.repair.resized": 0,
  "drv_cap": 0,
  "synth-async-reset-ratio": 1.00,
  "hold_violations": 0,
  "avgSynthCellArea_um2": 7.13,
  "wire_per_inst_um": 28.2,
  "top_area_cell": "ha_1",
  "yosys_most_used_dff": "dfrtp_1",
  "grt_antenna_before_repair": 3,
  "ys_cells": 2881,
  "vias": 23400,
  "overflow": 0,
  "slowest_delay_ns": 0.83,
  "drt_iter0_drc": 2937,
  "core-area_um2": 40100,
  "min-delay-start": "gen_registers[5].reg_inst.data_out[8]$_DFFE_PP0P_",
  "grt_max_degree": 38,
  "cts_buffers": 5,
  "warning_count": 98,
  "cpMostUsedCell": "ha_1",
  "dp.cells": 3400,
  "slew_viol_final": 0,
  "insertion_delay_ns": 0.30,
  "finalInstanceArea_um2": 22000,
  "syn_area_um2": 20600,
  "ys.flops": 35,
  "drt_wl_total_um": 96100,
  "yosys_area_um2": 20600,
  "end_kind": "output port",
  "relSlewSlack": 0.356,
  "postRouteAntennaNets": 0,
  "cts_hold_buf": 0,
  "worst-path-buf-inv": 15,
  "cts_setup_buffers": 0,
  "hp-class": "flip-flop to flip-flop",
  "rows": 73,
  "ys_seq_share": 0.0427,
  "drt_first_pass_iters": 8,
  "setup.worst_path.start_class": "input port",
  "worst_slack_ns": 36.53,
  "setup_viol": 0,
  "post-place-ws_ns": 37.81,
  "tns_ns": 0,
  "cpMaxStageDelayCell": "a41oi_1",
  "place_area_um2": 21800,
  "die-area_um2": 41900,
  "yosysWarnings": 4,
  "yosys.cell_types.count": 104,
  "synth-edff-count": 0
}
==> metrics by stage <==
stage	hold slack, ns
detailed placement	0.598
finish	0.618
CTS	0.610
global placement	0.589
global route	0.661
floorplan	0.526
==> final timing paths <==
check | end | slack [ns] | cells past startpoint
min in group asynchronous | gen_registers[5].reg_inst.data_out[14]$_DFFE_PP0P_ | 24.16 | 3
max | alu_result[8] | 36.53 | 121
min | gen_registers[5].reg_inst.data_out[8]$_DFFE_PP0P_ | 0.62 | 1
max in group asynchronous | reg_s_inst.data_out[0]$_DFFE_PP0P_ | 95.56 | 3
min reg2reg | gen_registers[5].reg_inst.data_out[8]$_DFFE_PP0P_ | 0.62 | 1
max reg2reg | gen_registers[5].reg_inst.data_out[8]$_DFFE_PP0P_ | 84.29 | 120
==> area by class of cell <==
class	count	area, µm²	area share
Timing Repair Buffer	141	1170	0.0535
Inverter	201	754	0.0344
Tap cell	525	657	0.0299
Antenna cell	1	2.50	0.000114
Multi-Input combinational cell	2498	18300	0.836
Sequential cell	35	877	0.0400
Clock inverter	3	20.0	0.000912
Clock buffer	5	125	0.00570
==> cells in the mapped netlist (all sizes together), types with 11 or more instances <==
library cell / n
nand2: 306
nor2: 299
ha: 297
a21oi: 203
inv: 191
o21ai: 179
xnor2: 137
clkbuf: 108
nor3: 89
fa: 85
xor2: 66
nand3: 55
a211oi: 44
buf: 39
o21a: 36
a21o: 35
o22ai: 35
a221oi: 34
dfrtp: 34
o211ai: 33
a31oi: 32
nand2b: 32
and3: 27
nor2b: 26
o31ai: 26
nand4: 25
or3: 25
mux2i: 24
mux2: 22
o21bai: 22
nor4: 19
a2111oi: 18
o221ai: 18
a22oi: 17
or2: 17
and2: 16
a21boi: 12
nand3b: 12
o2111ai: 11
==> state kept, by name (all words and copies together) (netlist names), named ones only <==
register,flops
gen_registers.reg_inst.data_out,16
reg_s_inst.data_out,16
==> cells in the final DEF (no fill, tap or decap), types with 25 or more instances in the layout <==
| master | instances |
|---|---|
| clkdlybuf4s50_1 | 46 |
| o21a_1 | 36 |
| nand2b_1 | 32 |
| xor2_1 | 66 |
| nor2b_1 | 26 |
| o211ai_1 | 33 |
| a21o_1 | 35 |
| a31oi_1 | 32 |
| inv_1 | 188 |
| nand2_1 | 302 |
| and3_1 | 27 |
| ha_1 | 297 |
| a221oi_1 | 31 |
| nor2_1 | 297 |
| fa_1 | 85 |
| dfrtp_1 | 34 |
| a21oi_1 | 202 |
| or3_1 | 25 |
| a211oi_1 | 44 |
| nor3_1 | 87 |
| o22ai_1 | 35 |
| o21ai_0 | 172 |
| nand3_1 | 55 |
| xnor2_1 | 137 |
| buf_4 | 95 |
==> metal layers <==
| layer | track usage | wire length [µm] | vias up |
|---|---|---|---|
| li1 | - | - | 10500 |
| met1 | 0.643 | 38100 | 10900 |
| met2 | 0.642 | 37600 | 1596 |
| met3 | 0.170 | 13400 | 364 |
| met4 | 0.258 | 6910 | 2 |
| met5 | 0 | 13 | - |
==> worst register-to-register path, delay by kind of cell (launching register included) <==
kind,cells,cell delay [ns]
DFF,1,1.01
AOI/OAI and AO/OA,55,17.72
buffers and inverters,13,2.07
and+or+nand+nor,32,8.00
adders and majority gates,16,5.38
muxes,4,1.55
==> cells by family (layout without fill, tap and decap cells) <==
kind of cell	Yosys count	count (layout)	share of synthesized area
AOI/OAI and AO/OA	882	882	0.292
xor gates and xnor gates	203	203	0.0865
adders and majority gates	382	382	0.264
buffers and inverters	348	350	0.0658
DFF	35	35	0.0427
muxes	46	46	0.0237
other	0	1	0
and+or+nand+nor	985	985	0.225

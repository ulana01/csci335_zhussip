==> design.v <==
module fibonacci_generator(input clk, input rst, input enable, output reg [31:0] fib_out);
reg [31:0] fib_prev1;
reg [31:0] fib_prev2;
always @(posedge clk or posedge rst) begin
	if(rst) begin
	fib_prev1 <= 32'd1;
	fib_prev2 <= 32'd0;
	fib_out <= 32'd0;
	end else if (enable) begin
	fib_out <=fib_prev1+fib_prev2;
	fib_prev2 <= fib_prev1;
	fib_prev1 <= fib_out;
end
end
endmodule
==> run.sh <==
#!/bin/bash
# OpenROAD 26Q1-2900-gdf79404cd8, Yosys 0.63+post, stock flow scripts
make -C /OpenROAD-flow-scripts/flow DESIGN_CONFIG=/design/flow/config.mk WORK_HOME=/design/flow/orfs finish
==> config.mk <==
export PLATFORM = sky130hd
export DESIGN_NAME = fibonacci_generator
export DESIGN_NICKNAME = fibonacci_generator
export VERILOG_FILES = /design/flow/design.v
export SDC_FILE = /design/flow/constraint.sdc
export NUM_CORES = 4
export LEC_CHECK = 1
export CORE_UTILIZATION = 50
==> constraint.sdc <==
current_design fibonacci_generator

set clk_period 8.0
set clk_io_pct 0.2

create_clock -name clk0 -period $clk_period [get_ports {clk}]

set non_clock_inputs [all_inputs -no_clocks]
set_input_delay [expr $clk_period * $clk_io_pct] -clock clk0 $non_clock_inputs
set_output_delay [expr $clk_period * $clk_io_pct] -clock clk0 [all_outputs]
==> out/metrics.yaml <==
ys_ff: 96
place_ws_ns: 4.66
setup_viol: 0
rsz0062_at_grt: "no"
die_area_sq_um: 10700
worst-path-buf-inv: 0
cts_sinks: 96
yosysMostFrequentCell: "dfrtp_1"
regArea_sq_um: 2400
dpl.hpwl_mm: 5.97
synthesis.instances: 435
path_cells: "ha_1, fa_1, a21o_1, a221oi_4, o21ai_2, a221oi_2, o31ai_2, a311oi_2, xnor2_1, mux2_2"
finalWirelength_mm: 8.71
htree_levels: 3
gp_congestion: 0.811
ys.flop_type: "dfrtp_1"
cp_slowest_cell: "fa_1"
layout_setup_ws_ns: 4.96
cts-resized-gates: 0
fp_util_pct: 52.2
antenna_found_initial: 0
cts_setup_buffers: 0
ys_top_cells_by_count: "95 x dfrtp_1, 90 x mux2_2, 31 x a21oi_1, 31 x ha_1, 21 x xnor2_1"
critPathKind: "flop to flop"
synth_area_leader_cell: "dfrtp_1"
grt_pass1_wl_mm: 15.6
cts_buffer_depth: 2
num-fill-cells: 794
drt_iter0_markers: 123
ys_chip_area_sq_um: 5150
yosys.stat.seqShare_pct: 46.6
cts_hold_buf: 0
ys_types: 47
vias_per_cell: 5.53
avgSynthCellArea_sq_um: 11.8
p_leak_nw: 2.76
cp.arrival_ns: 3.29
hold-worst-slack_ns: 0.517
fin_crit_ns: 3.04
synth_warnings: 1
setup_tns_ns: 0
dr_total_vias: 3333
irDropWorstVdd_uv: 131
cts_tree: "yes"
rows: 36
finalMaxSlewViolations: 0
cts-root-buf: "clkbuf_8"
area_delta_synth_final_pct: 12.7
hold_class: "flop to flop"
netlist_area_sq_um: 5150
fin_skew_ns: 0.00741
dieHeight_microns: 104
antenna_cells: 0
gr-total-overflow: 0
track_usage_pct: 17.9
async_flop_share_pct: 100
fmaxAchievable_mhz: 329
post_drt_wl_per_cell_microns: 14.4
clk_pin_slew_ns: 0.08
status: "complete, no violations"
endpoint_kind: "flop"
clk_latency_ns: 0.36
drive_gt1_share_pct: 25.3
numCtsBuffers: 9
worst_setup_path_start_kind: "flop"
powerDensity_nw_per_um2: 305
drc: 0
first_pass_iters: 4
finalHoldViolations: 0
coreArea_sq_um: 9860
grt_pass1_vias: 3265
tool_warnings: 25
crit_family: "AND-OR/OR-AND gates"
edf_count: 0
required_ns: 8.25
worst_slew_pin_slew_ns: 0.791
logic_area_sq_um: 2640
maxCapViolCount: 0
finalClockPeriodUsage_pct: 38.0
drtAntennaViolNets: 0
cpPeakStageDelay_ns: 0.40
worstPathMaxFanout: 4
io_buffers: 34
slew_headroom_pct: 47.3
io_pins: 35
grt_max_degree: 65
yosys_cells: 435
topCellsByArea: "dfrtp_1 46%, mux2_2 20%, ha_1 7.5%"
top_area_share_pct: 46.1
dieWidth_microns: 104
## per-stage QoR
stage,std cells,instance area [sq um],util (%),power (mW)
after floorplan,435,5150,-,1.25
after global placement,587,5610,56.9,1.45
after detailed placement,587,5610,56.9,1.46
after CTS,603,5810,58.9,1.79
after global routing,603,5810,58.9,1.91
final,603,5810,58.9,1.77
## state kept, by name, summed over array words and instances, names as in the netlist
name       flops
fib_prev1     32
fib_out       32
fib_prev2     32
## cells by family after synthesis
family                     after synthesis  share of synthesized area (%)
muxes                                   92                           20.1
and+or+nand+nor                         66                           6.22
buffers and inverters                   28                           2.06
AOI/OAI and AO/OA                       94                           12.5
adders and majority gates               32                           7.91
xor gates and xnor gates                27                           4.59
DFF                                     96                           46.6
## path summary, 6_finish.rpt
path,slack [ns],to,startpoint,depth (start not counted)
max in group asynchronous,5.29,fib_prev1[22]$_DFFE_PP0P_,rst,3
min in group asynchronous,1.62,fib_out[0]$_DFFE_PP0P_,rst,2
max reg2reg,4.96,fib_out[28]$_DFFE_PP0P_,fib_prev1[0]$_DFFE_PP1P_,10
min reg2reg,0.52,fib_prev2[25]$_DFFE_PP0P_,fib_prev2[25]$_DFFE_PP0P_,1
max,4.96,fib_out[28]$_DFFE_PP0P_,fib_prev1[0]$_DFFE_PP1P_,10
min,0.52,fib_prev2[25]$_DFFE_PP0P_,fib_prev2[25]$_DFFE_PP0P_,1
## final cells by class
type | instances | share of cell area, %
multi-input combinational | 311 | 45.5
tap | 133 | 2.86
sequential | 96 | 41.4
timing repair buffer | 36 | 6.07
clock inverter | 3 | 0.689
clock buffer | 13 | 2.74
inverter | 11 | 0.754
## layout by cell type, fill, tap and decap left out, types with 11 or more instances in the layout
| cell | instances |
|---|---|
| dfrtp_1 | 95 |
| mux2_2 | 90 |
| clkdlybuf4s50_1 | 33 |
| a21oi_1 | 31 |
| ha_1 | 31 |
| xnor2_1 | 21 |
| nand2_1 | 19 |
| o21ai_0 | 15 |
| nand3_1 | 13 |
| nor2_1 | 13 |
| a21o_1 | 12 |
| clkbuf_8 | 11 |
## where the power goes
group          total, mW  internal (mW)  switching (mW)  leakage (nW)
combinational      0.768          0.413           0.355          1.42
clock              0.323          0.161           0.161         0.103
sequential         0.679          0.603          0.0765          1.24
## routing by layer
layer  GRT usage (%)  share of wire [%]
met4            2.69                1.7
met2            27.2                 44
met5               0                  0
met3            2.18                2.9
met1            29.7                 51
Power is estimated from default activity; no workload was simulated.

**design.v**
```verilog
module ALU (  
  input wire carry_in,
  input wire signed [15:0] in_a,
  input wire signed [15:0] in_b,
  input wire [3:0] select,
  input wire mode,    
  output wire carry_out,
  output wire compare,
  output wire [15:0] alu_out
);
  wire [15:0] arithmetic_result;
  wire [15:0] logic_result;
  Arithmetic_Unit arithmetic_unit (
    .carry_in(carry_in),
    .in_a(in_a),
    .in_b(in_b),
    .select(select),
    .carry_out(carry_out),
    .result(arithmetic_result)
  );
  Logic_Unit logic_unit (
    .in_a(in_a),
    .in_b(in_b),
    .select(select),
    .result(logic_result)
  );
  assign compare = (in_a == in_b) ? 1'b1 : 1'b0;
  assign alu_out = (mode == 1'b0) ? arithmetic_result : logic_result;
endmodule
module Arithmetic_Unit (
  input wire carry_in,
  input wire [15:0] in_a,
  input wire [15:0] in_b,
  input wire [3:0] select,
  output reg carry_out,
  output reg signed [15:0] result
);
  reg [16:0] temp_result; 
  always @(*) begin
    carry_out = 1'b0; 
    temp_result = 17'b0;
    case(select)
      4'b0000: result = in_a;                         
      4'b0001: result = in_a + in_b;                  
      4'b0010: result = in_a - in_b;                  
      4'b0011: result = in_b - in_a;                  
      4'b0100: begin
	      temp_result = in_a + in_b + {15'b0, carry_in};
	      result = temp_result[15:0];
	      carry_out = temp_result[16];
      end   
      4'b0101: result = in_a - in_b - {15'b0, carry_in};   
      4'b0110: result = in_a + 1'b1;                  
      4'b0111: result = in_a - 1'b1;                  
      4'b1000: result = in_a + (in_b & ~in_a);        
      4'b1001: result = in_a + in_b + (~in_a & in_b); 
      4'b1010: result = in_a + in_b + {15'b0, carry_in};   
      4'b1011: result = in_a + (~in_b);               
      4'b1100: result = in_a - (~in_b + 1'b1);        
      4'b1101: result = in_a + (~in_a | in_b);        
      4'b1110: result = in_a + (in_b & {15'b0, carry_in});  
      4'b1111: result = in_a - {15'b0, carry_in};          
      default: result = 16'b0;                        
    endcase
       if (select == 4'b0001 || select == 4'b0100 || select == 4'b1000 || select == 4'b1010) begin
      temp_result = {1'b0, in_a} + {1'b0, in_b} + {16'b0, carry_in};       carry_out = temp_result[16];     end
  end
endmodule
module Logic_Unit (
  input wire [15:0] in_a,
  input wire [15:0] in_b,
  input wire [3:0] select,
  output reg [15:0] result
);
  always @(*) begin
    case(select)
      4'b0000: result = ~in_a;             
      4'b0001: result = in_a & in_b;       
      4'b0010: result = in_a | in_b;       
      4'b0011: result = in_a ^ in_b;       
      4'b0100: result = ~(in_a & in_b);    
      4'b0101: result = ~(in_a | in_b);    
      4'b0110: result = ~(in_a ^ in_b);    
      4'b0111: result = in_a;              
      default: result = 16'b0;             
    endcase
  end
endmodule
```
**run.sh**
```bash
#!/bin/bash
# OpenROAD 26Q1-2900-gdf79404cd8, Yosys 0.63+post, stock flow scripts
make -C /OpenROAD-flow-scripts/flow DESIGN_CONFIG=/design/flow/config.mk WORK_HOME=/design/flow/orfs finish
```
**config.mk**
```make
export PLATFORM = sky130hd
export DESIGN_NAME = ALU
export DESIGN_NICKNAME = ALU
export VERILOG_FILES = /design/flow/design.v
export SDC_FILE = /design/flow/constraint.sdc
export NUM_CORES = 4
export LEC_CHECK = 1
export CORE_UTILIZATION = 40
```
**constraint.sdc**
```tcl
current_design ALU

set clk_period 17.7
set clk_io_pct 0.2

create_clock -name clk0 -period $clk_period

set non_clock_inputs [all_inputs -no_clocks]
set_input_delay [expr $clk_period * $clk_io_pct] -clock clk0 $non_clock_inputs
set_output_delay [expr $clk_period * $clk_io_pct] -clock clk0 [all_outputs]
```
==> results.json <==
{
  "outcome": "finished clean",
  "final.period_utilization": 0.716,
  "power_uw": 394,
  "cp-start-kind": "input port",
  "vias_per_cell": 6.45,
  "yosys.stat.seqShare": 0,
  "rows": 52,
  "ys_chip_area_um2": 8310,
  "layout_top_cell": "nor2_1",
  "seq_cells": 0,
  "grt_max_degree": 53,
  "post_drt_wl_per_cell_um": 25.0,
  "post_cts_resized": 0,
  "syn_area_per_cell_um2": 6.87,
  "lay_top_cells": "nor2_1, a21oi_1, ha_1",
  "route.vias.total": 9574,
  "path_cells": "clkdlybuf4s50_1 > inv_1 > ha_1 > or4_1 > nor2_1 > nand2_1 > or3_1 > xor2_1 > a211oi_1 > ha_1 > nand2_1 > nor2_1 > a221oi_1 > o21ai_0 > a31oi_1 > xnor2_1 > nand2_1 > a32oi_1 > clkdlybuf4s50_1",
  "hpwlAfterDp_um": 28800,
  "cp_slowest_cell": "clkdlybuf4s50_1",
  "wl_met2_um": 15400,
  "drc_errors": 0,
  "chipArea_um2": 21300,
  "internal_power_uw": 153,
  "nClkBuffers": 0,
  "cts_setup_buffers": 0,
  "cp_max_fo": 9,
  "cts-hold-fix-buffers": 0,
  "slew_headroom": 0.449,
  "openroad.warnings": 87,
  "layout_setup_ws_ns": 5.02,
  "place_ws_ns": 5.04,
  "grt.overflow.total": 0,
  "coreArea_um2": 20300,
  "synth_cells": 1209,
  "max_freq_mhz": 78.9,
  "final_core_util": 0.446,
  "drtIter0Drc": 1060,
  "n_fill_cell": 2124,
  "ys_types": 89,
  "ys_warn_count": 2,
  "crit_path_frequent_cell": "nand2_1",
  "yosys_cells": 1209,
  "fin_tns_setup_ns": 0,
  "antenna_found_initial": 2,
  "seq_area_um2": 0,
  "grt_pass1_vias": 8707,
  "fp.dieH_um": 146,
  "ant_nets": 0,
  "met1_length_um": 16500,
  "top_level_ports": 56,
  "io_buffers": 56,
  "fp_util": 0.409,
  "syn2layout_area_growth_pct": 9.05,
  "syn_area_um2": 8310,
  "grt_use_total": 0.350,
  "slew_violations": 0,
  "switching_share": 0.612,
  "period_needed_ns": 12.68,
  "setup_viol": 0,
  "highest_layer": "met4",
  "worst_pin_slew_ns": 0.818,
  "crit_required_ns": 14.16,
  "gp_congestion": 1.02,
  "grt_pass1_wl_um": 55200,
  "routed_wirelength_um": 37100,
  "critical-path-max-stage-delay_ns": 0.73,
  "worstPathArrival_ns": 9.14,
  "dr.pass1.iters": 5,
  "startpoint": "in_a[1]",
  "critPathCapture": "alu_out[15]",
  "rsz0062_at_grt": "no",
  "hold_violations": 0,
  "drv_cap": 0,
  "drive_gt1_frac": 0.0742,
  "met3WireLength_um": 4020,
  "p_per_area_nw_per_um2": 43.5,
  "hold_path.class": "input port to output pin",
  "ir_worst_vdd_mv": 0.0191,
  "switching_power_uw": 241,
  "path_class": "input port to output pin",
  "leakage_nw": 3.58,
  "end_kind": "output pin",
  "die-width_um": 146
}
## cell families (layout without fill, tap and decap cells)
group,after synthesis,count (layout),share of synthesized area
AND-OR/OR-AND,396,396,0.322
XOR/XNOR,101,101,0.106
adder cells (fa/ha/maj),111,111,0.174
buffers and inverters,151,155,0.0743
multiplexers,41,41,0.0717
other,0,2,0
AND/OR/NAND/NOR,409,409,0.252
## per-stage QoR
stage,std cells,hold slack (ns),cell area [um2]
after floorplan,1209,7.21,8310
after global placement,1483,8.23,9050
after detailed placement,1483,8.22,9050
after CTS,1483,8.23,9050
after global routing,1484,8.29,9060
final,1485,8.21,9060
## Yosys cell counts (17+ instances only)
| library cell | instances | share of area |
|---|---|---|
| nand2_1 | 81 | 0.037 |
| inv_1 | 69 | 0.031 |
| clkbuf_1 | 51 | 0.023 |
| nor2_1 | 128 | 0.058 |
| xor2_1 | 30 | 0.032 |
| nor3_1 | 28 | 0.017 |
| nand3_1 | 31 | 0.019 |
| o22ai_1 | 17 | 0.013 |
| a211oi_1 | 20 | 0.018 |
| nor2b_1 | 29 | 0.022 |
| a21oi_1 | 108 | 0.065 |
| xnor2_1 | 71 | 0.075 |
| ha_1 | 104 | 0.16 |
| o21ai_0 | 74 | 0.045 |
| mux2i_1 | 19 | 0.023 |
## metal layers
metal  vias to the layer above  global-route usage
met2                       523               0.507
met5                         -             0.00227
met4                         0              0.0896
li1                       4489                   -
met1                      4502               0.520
met3                        60              0.0831
## worst max-delay path, delay by kind of cell
family | cells | cell delay, ns
AND-OR/OR-AND | 5 | 1.64
buffers and inverters | 3 | 1.49
AND/OR/NAND/NOR | 7 | 1.48
adder cells (fa/ha/maj) | 2 | 0.67
XOR/XNOR | 2 | 0.31
## worst min-delay path by stage
| stage | start | to | slack, ns | cells past startpoint |
|---|---|---|---|---|
| 4_1_cts | select[2] | alu_out[3] | 8.23 | 5 |
| 5_1_grt | select[1] | alu_out[2] | 8.29 | 5 |
| 6_report | select[2] | alu_out[3] | 8.21 | 5 |
## cell type report
class | count | area, um2 | area share
inverters | 70 | 263 | 0.0290
repair buffers | 85 | 763 | 0.0843
multi-input cells | 1058 | 7690 | 0.849
well taps | 270 | 338 | 0.0373
diodes | 2 | 5.00 | 0.000552
## power groups by stage
stage | Clock [mW] | Combinational (mW) | Sequential (mW)
CTS | 0 | 0.383 | 0
global route | 0.000000000831 | 0.423 | 0
Power is estimated from default activity; no workload was simulated.
